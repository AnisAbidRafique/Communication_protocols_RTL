==> design/flow/design.v <==
`timescale 1ns / 1ps
module imm_gen(
    input [31:0] instr_addr,
    input [2:0] ImmSel,
    output logic [31:0] operand
    );
    logic msb;
    logic [11:0] I_instr,S_instr;
    logic [12:0] B_instr;
    logic [20 : 0]J_instr;
    logic [19:0] U_instr;
    logic [4:0] I_Star_instr;
    always_comb
        begin
            case(ImmSel)
                3'b000 :  
                        begin
                            msb = instr_addr[31];
                            I_instr = instr_addr[31:20];
                            operand = {{20{msb}},I_instr};
                        end
                3'b001 :  
                        begin
                            msb = 1'b0;
                            I_Star_instr = instr_addr[24:20];
                            operand = {{27{msb}},I_Star_instr};
                        end
                3'b010 :  
                        begin
                            msb = instr_addr[31];
                            S_instr = {instr_addr[31:25],instr_addr[11:7]};
                            operand = {{20{msb}},S_instr};
                        end
                3'b011 :  
                        begin
                            msb = instr_addr[31];
                            B_instr = {instr_addr[31],instr_addr[7],instr_addr[30:25],instr_addr[11:8],1'b0};
                            operand = {{19{msb}},B_instr};
                        end
                3'b100 : 
                        begin
                            msb = 0;
                            U_instr = instr_addr[31:12];
                            operand = {U_instr,{12{msb}}};
                        end
                3'b101 :  
                        begin
                            msb = instr_addr[31];
                            J_instr = {instr_addr[31],instr_addr[19:12],instr_addr[20],instr_addr[30:21],1'b0};
                            operand = {{11{msb}},J_instr};
                        end
                default : operand = 32'bz;
            endcase
        end
endmodule
==> design/flow/run.sh <==
#!/bin/bash
# OpenROAD 26Q1-2900-gdf79404cd8, Yosys 0.63+post, stock flow scripts
make -C /OpenROAD-flow-scripts/flow DESIGN_CONFIG=/design/flow/config.mk WORK_HOME=/design/flow/orfs finish
==> design/flow/config.mk <==
export PLATFORM = sky130hd
export DESIGN_NAME = imm_gen
export DESIGN_NICKNAME = imm_gen
export VERILOG_FILES = /design/flow/design.v
export SDC_FILE = /design/flow/constraint.sdc
export NUM_CORES = 4
export LEC_CHECK = 1
export CORE_AREA = 10 10 70 70
export DIE_AREA = 0 0 80 80
export SYNTH_HDL_FRONTEND = slang
==> design/flow/constraint.sdc <==
current_design imm_gen

set clk_period 2.7
set clk_io_pct 0.2

create_clock -name clk0 -period $clk_period

set non_clock_inputs [all_inputs -no_clocks]
set_input_delay [expr $clk_period * $clk_io_pct] -clock clk0 $non_clock_inputs
set_output_delay [expr $clk_period * $clk_io_pct] -clock clk0 [all_outputs]
==> summary.txt <==
fresh numbers from the pnr run: status=finished, final reports clean, power density cells=171 nW/um2, initial DRC count=20, vias per inst=4.15, MUX share of area=0, die area=6400 um2, Max-Cap Viols=0, first-pass GRT wire length=3.73 mm, # fillers=370, CP Max Fanout=14, post-layout min period=2.62 ns, vias post-DR=805, Static Leak=0.498 nW, tally of OpenROAD warnings=40, CP arrival=2.08 ns, die width=80 um, Yosys Instances=84, pre-CTS WS=0.0383 ns, yosys adder share=0, n_diodes=0, GRT Overall Usage=0.0681, final cell count without fillers=194, Flops=0, hold slack=1.97 ns, register share after synthesis=0, Remaining DRCs=0, worst min path class=in2out, setup bufs post-CTS=0, fraction of layout instances using a drive strength above 1=0.149, Peak VDD IR=0.0668 mV, GRT Residual Overflow=0, Setup crit start kind=input port, Area leader share=0.247, crit path to=operand[24], register area=0 um2, Layout area overhead=156%, Main logic family=simple AND/OR/NAND/NOR gates, Mapped Area=467 um2, critical path launch point=ImmSel[2], Post-Synthesis Cells=84, RSZ-0062 raised after global routing=true, final worst slack=0.0849 ns, Setup CP Type=in2out, I/O pin cnt=67, global placer's final weighted congestion=0.763, wire per inst=12.3 um, cycle use final=0.969, XORs/XNORs by Area=0.0188, cts hold-fix bufs=0, MI comb area=410 um2, setup_tns=0 ns, chip area in the Yosys report=467 um2, Final Max Slew Viols=0, clock buffers=0, Core ar.=3420 um2, DR pass1 iterations=4, Final Core Density=0.350, Die Height=80 um, Setup Viol. Count Final=0, Yosys warning total=0, Post-Synth AOI/OAI Area=0.260, Buffers on Ports=60, final antenna-violating net count=0, Worst Setup End Kind=output port, Synth Area in Simple Gates=0.574, CP Data Required Time=2.16 ns, vias in the first global route=795, Area contributors post-synth=nand3_1, nand2_1, nor2b_1, buf_4, a21oi_1, Unique masters post-synth=20, relative slew slack=0.805, DP Wirelength=2.02 mm, Post-Place Cells=194, Cell Rows=21, achievable frequency=382 MHz, post-cts gate resize count=0, largest net degree at the start of global routing=15, initial cell density of the core=0.137, Yosys top cell by area=nand3_1, measured slew at the worst slew-check pin=0.291 ns, Hold Vio Cnt, Final=0, WL final=2.38 mm, initial antenna violation count=0, Mean Syn Cell Area=5.56 um2
## worst max-delay path, cell delays in order
cell	delay, ns
clkdlybuf4s50_1	0.50
buf_6	0.14
nor2_2	0.05
o21ai_4	0.17
buf_12	0.16
nand3_1	0.07
clkdlybuf4s50_1	0.44
## cells in the mapped netlist (2+ instances only)
master   instances
nor2_2           2
a21oi_1          5
buf_4            4
nor2b_1          8
buf_2            4
a22oi_1          2
nand3_2          2
o22ai_1          4
nand3_1         23
o21ai_0          5
nand2_1         16
## through the flow
stage          total power [W]  area, um2
6_report              0.000205       1200
2_1_floorplan        0.0000568        467
4_1_cts               0.000207       1180
3_5_place_dp          0.000206       1180
5_1_grt               0.000226       1200
3_3_place_gp          0.000205       1180
## cells in the final DEF (no fill, tap or decap), drive strengths merged
cell	instances
nor2	3
nand3	25
o22ai	4
inv	1
dlymetal6s2s	1
a22oi	2
nor2b	8
buf	14
nand2b	1
nand2	16
o21ai	6
clkdlybuf4s50	59
a21oi	5
a31oi	1
o31a	1
xnor2	1
## power by group
part / total, W / internal [W] / switching [W]
Combinational: 0.000205 / 0.000142 / 0.0000635
Clock: 0 / 0 / 0
Sequential: 0 / 0 / 0
## cells by family after synthesis
kind of cell / count (synthesis)
xor gates and xnor gates: 1
buffers and inverters: 11
and+or+nand+nor: 53
AOI/OAI and AO/OA: 19
## worst min path at each step
stage,startpoint,end,cells past startpoint
4_1_cts,instr_addr[14],operand[14],4
5_1_grt,instr_addr[15],operand[15],4
6_report,instr_addr[14],operand[14],4
## layout make-up
class | instances | area share
inverters | 1 | 0.00314
repair buffers | 74 | 0.606
multi-input cells | 73 | 0.343
well taps | 46 | 0.0481
## layer usage
| metal | global-route usage | share of wire | wire, um |
|---|---|---|---|
| met1 | 0.0824 | 0.43 | 1010 |
| met2 | 0.112 | 0.43 | 1030 |
| met3 | 0.0352 | 0.14 | 336 |
| met4 | 0 | 0 | 0 |
| met5 | 0 | 0 | 0 |
No activity file was given, so power comes from the tool's default toggle rates.
