==> design.v <==
`timescale 1ns / 1ps
module baud_rate(input sys_clk, reset, input [1:0] sel_baud, output logic t_clk, r_clk);
parameter DIV_2400 = 50_000_000 / (8 * 2400);
parameter DIV_4800 = 50_000_000 / (8 * 4800);
parameter DIV_9600 = 50_000_000 / (8 * 9600);
parameter DIV_19200 = 50_000_000 / (8 * 19200);
logic [31:0] divisor;
logic [31:0] counter=0;
logic clk_div_8;
logic [2:0] clk_counter=0, r_clk_count=0;
always_comb begin
    case (sel_baud)
        2'b00: divisor = DIV_2400;
        2'b01: divisor = DIV_4800;
        2'b10: divisor = DIV_9600;
        2'b11: divisor = DIV_19200;
        default: divisor = DIV_9600;
    endcase
end
always @(posedge sys_clk or negedge reset) begin
        if (!reset) begin 
            clk_counter <= 0;
            clk_div_8 <= 0;
        end else if (clk_counter == 3) begin
            clk_counter <= 0;
            clk_div_8 <= ~clk_div_8;
        end else begin
            clk_counter <= clk_counter + 1;
        end
end
always @(posedge clk_div_8 or negedge reset) begin
        if (!reset) begin
            r_clk <= 0;
            counter <= 0;
        end else if (counter == divisor) begin
            counter <= 0;
            r_clk <= ~r_clk;
        end else begin
            counter <= counter + 1;
        end
 end
 always @(posedge r_clk or negedge reset) begin
        if (!reset) begin
            t_clk <= 0;
            r_clk_count <= 0;
        end else if (r_clk_count == 3) begin
            r_clk_count <= 0;
            t_clk <= ~t_clk;
        end else begin
            r_clk_count <= r_clk_count + 1;
        end
end
endmodule
==> run.sh <==
#!/bin/bash
# OpenROAD 26Q1-2900-gdf79404cd8, Yosys 0.63+post, stock flow scripts
make -C /OpenROAD-flow-scripts/flow DESIGN_CONFIG=/design/flow/config.mk WORK_HOME=/design/flow/orfs finish
==> config.mk <==
export PLATFORM = sky130hd
export DESIGN_NAME = baud_rate
export DESIGN_NICKNAME = baud_rate
export VERILOG_FILES = /design/flow/design.v
export SDC_FILE = /design/flow/constraint.sdc
export NUM_CORES = 4
export LEC_CHECK = 1
export CORE_AREA = 10 10 113 113
export DIE_AREA = 0 0 123 123
==> constraint.sdc <==
current_design baud_rate

set clk_period 1.2
set clk_io_pct 0.2

create_clock -name clk0 -period $clk_period [get_ports {sys_clk}]

set non_clock_inputs [all_inputs -no_clocks]
set_input_delay [expr $clk_period * $clk_io_pct] -clock clk0 $non_clock_inputs
set_output_delay [expr $clk_period * $clk_io_pct] -clock clk0 [all_outputs]
==> results_dict.tcl <==
# metrics dict for downstream scripts
set metrics [dict create \
    status "finished, final reports clean" \
    hold-worst-slack_ns 0.365 \
    use_met2_pct 7.16 \
    use_met3_pct 0.786 \
    path_delay_family "flip-flops" \
    clock_path_buffers 2 \
    tritoncts "done" \
    synth-edff-count 0 \
    unclocked_pins 37 \
    peakVddDrop_mv 0.352 \
    fa_ha_area_share_pct 5.58 \
    dp.cells 322 \
    mi_logic_area_sq_um 965 \
    fin_tns_setup_ns 0 \
    rsz0062_at_grt "false" \
    hold_viol_final 0 \
    synth.most_common_cell "dfrtp_1" \
    portBuffers 5 \
    insertion_delay_ns 0.22 \
    synthArstFlopShare_pct 100 \
    io_pins 6 \
    dr_total_vias 1251 \
    die_w_um 123 \
    vias_per_cell 3.84 \
    grt_overflow 0 \
    synthToLayoutAreaGrowth_pct 13.8 \
    drcViolationCount 0 \
    grtUsageTotal_pct 4.71 \
    slew_headroom_pct 65.3 \
    crit_path_cell_trace "ha_1 > nand2b_1 > nor2b_1" \
    finalClockPeriodUsage_pct 79.3 \
    cts.clk_slew.worst_paths_ns 0.03 \
    fp_util_pct 19.5 \
    top_usage_layer "met2" \
    htreeDepth 1 \
    setup_viol_count_final 0 \
    drive_gt1_share_pct 12.1 \
    setup_ws_ns 0.248 \
    cp_data_required_time_ns 1.34 \
    path_buffers 0 \
    warning_count 30 \
    untimed_endpoints 39 \
    wl_um 3440 \
    synth_cells 179 \
    worst-path-max-fanout 2 \
    postLayoutCoreUtil_pct 22.2 \
    grt_start_max_net_pins 38 \
    fin_skew_ns 0.000389 \
    place_area_sq_um 2240 \
    yosys_area_sq_um 2020 \
    slew_violations 0 \
    grt_pass1_vias 1292 \
    critPathMaxStageDelay_ns 0.39 \
    clockRootBuffer "clkbuf_8" \
    common_cells "dfrtp_1 (41), xnor2_1 (31), nand3_1 (13)" \
    numSynthFlops 41 \
    gp_congestion 0.804 \
    layout_min_cycle_time_ns 0.952 \
    ctsResizeCount 0 \
    total_power_mw 0.497 \
    worst_pin_slew_ns 0.517 \
    netlist.area_leader.share_pct 50.9 \
    n_fill_cell 1093 \
    dieArea_sq_um 15100 \
    die_h_um 123 \
    worstSetupPathType "register to register" \
    area_leaders "dfrtp_1 (51%), xnor2_1 (13%), ha_1 (5.6%), xor2_1 (3.5%), nand3_1 (3.2%)" \
    use_met1_pct 6.89 \
    ys_types 28 \
    cp-end-kind "register" \
    antenna_cells 0 \
    first_iter_violations 60 \
    p_leak_nw 0.958 \
    power.density_nw_per_um2 216 \
    yosys_most_used_dff "dfrtp_1" \
    cap_viol_max_count 0 \
    cts_buffers 3 \
    grt_pass1_wl_um 6030 \
    ys_cells 179 \
    antenna_found_initial 0 \
    num_rows 37 \
    hold_path_class "input port to asynchronous set/reset pin" \
    ys_sh_xor_pct 16.9 \
    layout.cells.non_filler 326 \
    fp.coreArea_sq_um 10300 \
    synth_top_cell_by_area "dfrtp_1" \
    syn_area_per_cell_sq_um 11.3 \
    ys_sh_aoi_pct 1.24 \
    max_freq_mhz 1050 \
    yosys.area_share.simple_pct 24.1 \
    cp_slowest_cell "dfrtp_1" \
    hpwl_um 2580 \
    dr.pass1.iters 4 \
    topCombFamilyByArea "simple AND/OR/NAND/NOR gates" \
    ant_nets 0 \
    synth_seq_share_pct 50.9 \
    ys_sh_mux_pct 0 \
    flop_area_sq_um 1030 \
    crit_arrival_ns 1.09 \
    place_ws_ns 0.260 \
    design_area_sq_um 2290 \
    syn_area_sq_um 2020 \
    crit_path_start_kind "register" \
    ys.warnings.count 1 \
    wl_per_cell_um 10.5 \
    rrSetupSlack_ns 0.25 \
]
==> cell families after synthesis <==
group / count (synthesis)
AOI/OAI and AO/OA: 3
xor gates and xnor gates: 39
adders and majority gates: 9
buffers and inverters: 5
DFF: 41
and+or+nand+nor: 82
==> routing by layer <==
| layer | wire, um | vias to the layer above |
|---|---|---|
| li1 | - | 638 |
| met1 | 1790 | 608 |
| met2 | 1510 | 3 |
| met3 | 63 | 2 |
| met4 | 74 | 0 |
| met5 | 0 | - |
==> state kept, by name, indices dropped and copies added (netlist names) <==
register and count:
clk_counter 3, t_clk 1, counter 32, clk_div_8 1, r_clk 1, r_clk_count 3
==> layout by cell type, fill, tap and decap left out, types with 2 or more instances in the layout <==
cell type        instances
dfrtp_1                 41
xnor2_1                 31
nand3_1                 13
nand2_1                 10
nor2_2                  10
nor2_1                   9
nand4_1                  9
ha_1                     9
and3_1                   8
xor2_1                   8
nor4_1                   5
inv_1                    4
clkdlybuf4s50_1          4
and4_1                   3
nor2b_1                  3
clkbuf_8                 3
buf_4                    3
nor3_1                   2
or3_1                    2
==> final timing paths <==
path	from	cells after the start	end
worst max register to register	clk_counter[0]$_DFF_PN0_	3	clk_counter[0]$_DFF_PN0_
worst max-delay path	clk_counter[0]$_DFF_PN0_	3	clk_counter[0]$_DFF_PN0_
max in group asynchronous	reset	2	clk_counter[2]$_DFF_PN0_
min in group clk0	clk_div_8$_DFFE_PN0P_	1	clk_div_8$_DFFE_PN0P_
worst min-delay path	reset	2	clk_counter[1]$_DFF_PN0_
worst min register to register	clk_div_8$_DFFE_PN0P_	1	clk_div_8$_DFFE_PN0P_
==> report_power, final <==
part	switching, mW	internal (mW)	leakage [nW]	total (mW)
Sequential	0	0.135	0.548	0.135
Clock	0.0674	0.214	0.0216	0.281
Combinational	0.0526	0.0285	0.388	0.0811
Total	0.120	0.377	0.958	0.497
==> what timing repair did <==
item                      4_1_cts  5_1_grt
buffers inserted                0        0
hold endpoints to repair        4        0
hold buffers                    1        0
==> final cells by class <==
| type | count | area share [%] |
|---|---|---|
| inverters | 4 | 0.654 |
| clock buffers | 3 | 1.80 |
| flip-flops and latches | 41 | 44.7 |
| multi-input cells | 133 | 42.0 |
| well taps | 136 | 7.42 |
| repair buffers | 9 | 3.38 |
Power figures rest on the tool's default switching activity, not on a simulated workload.
